==> design/flow/design.v <==
module Data_Memory # (
parameter  ADDR_WIDTH = 32,
parameter  DATA_WIDTH = 32
)(
input           clk, mem_write, mem_read,
input           [ADDR_WIDTH-1:0] addr,
input           [DATA_WIDTH-1:0] write_data,
output reg      [DATA_WIDTH-1:0] read_data
);
      reg [DATA_WIDTH-1:0] memory [0:ADDR_WIDTH];
    always @(posedge clk) begin
        if (mem_write)
            memory[addr] <= write_data;  
    end
    always @(*) begin
        if (mem_read)
            read_data = memory[addr];
        else
            read_data = {DATA_WIDTH{1'b0}};
    end
endmodule
==> design/flow/run.sh <==
#!/bin/bash
# OpenROAD 26Q1-2900-gdf79404cd8, Yosys 0.63+post, stock flow scripts
make -C /OpenROAD-flow-scripts/flow DESIGN_CONFIG=/design/flow/config.mk WORK_HOME=/design/flow/orfs finish
==> design/flow/config.mk <==
export PLATFORM = sky130hd
export DESIGN_NAME = Data_Memory
export DESIGN_NICKNAME = Data_Memory
export VERILOG_FILES = /design/flow/design.v
export SDC_FILE = /design/flow/constraint.sdc
export NUM_CORES = 4
export LEC_CHECK = 1
export CORE_UTILIZATION = 50
==> design/flow/constraint.sdc <==
current_design Data_Memory

set clk_period 21.5
set clk_io_pct 0.2

create_clock -name clk0 -period $clk_period [get_ports {clk}]

set non_clock_inputs [all_inputs -no_clocks]
set_input_delay [expr $clk_period * $clk_io_pct] -clock clk0 $non_clock_inputs
set_output_delay [expr $clk_period * $clk_io_pct] -clock clk0 [all_outputs]
==> reports/qor.yml <==
synthesis:
  largest_area_cell: "sky130_fd_sc_hd__edfxtp_1"
  yosysSeqAreaShare: 0.781
  numSynthFlops: 1056
  netlist_top_cells_area: "sky130_fd_sc_hd__edfxtp_1 (78%), sky130_fd_sc_hd__a221oi_1 (3.8%), sky130_fd_sc_hd__mux4_2 (3.4%)"
  synth-area-yosys_um2: 40600
  enable_flop_cells: 1056
  mappedNetlistArea_um2: 40600
  syn_area_per_cell_um2: 18.3
  ys_async_sr_fraction: 0
  ys_types: 57
  ff_type: "sky130_fd_sc_hd__edfxtp_1"
  netlist_instances: 2220
  synth.top_cell.area_share: 0.781
  ys_warn_count: 1
  ys_cells: 2220
critical_path:
  crit_path_frequent_cell: "sky130_fd_sc_hd__buf_4"
  buffers_and_inverters_on_the_worst_path: 5
  worst_path_max_delay_cell: "sky130_fd_sc_hd__nor2b_4"
  cp_required_ps: 17200
  worst_ep_arrival_time_ps: 8550
  cp-end-kind: "output pin"
  critical_path_peak_fanout: 62
  slowest_delay_ps: 590
  critical_path_class: "in -> out"
  cell_chain_critical_path: "buf_8 -> buf_12 -> buf_4 -> nor2b_4 -> buf_4 -> a221oi_1 -> nor2_1 -> o21ai_0 -> a41oi_1 -> clkdlybuf4s50_1"
  worst_setup_path_start_kind: "input port"
  path_delay_family: "buffers and inverters"
global_route:
  grt_start_max_net_pins: 63
  grt_pass1_wl_mm: 174
  grt.overflow.total: 0
  first_global_vias: 24707
  grt.total_usage: 0.341
  grt_antenna_before_repair: 5
routing:
  drt-pass1-iter-count: 5
  avgRoutedWirePerCell_um: 34.8
  remaining_antenna_violation_count: 0
  antenna_cells_inserted: 0
  viasPerCell: 6.58
  postRouteWirelength_mm: 122
  drc: 0
  num_vias: 23106
  drt_first_iter_violations: 1716
finish:
  lay_top_count: "sky130_fd_sc_hd__edfxtp_1"
  n_fill_cell: 5766
  layout.cells.non_filler: 3512
  area_growth_pct: 14.7
  drive_above_1_share: 0.190
  finish.instance_area_um2: 46600
  largestRegisters: "memory (1056)"
  max_flop_register: "memory"
  largest_reg_flops: 1056
  most-common-layout-cells: "sky130_fd_sc_hd__edfxtp_1 (1056), sky130_fd_sc_hd__a221oi_1 (178), sky130_fd_sc_hd__buf_4 (116)"
final_timing:
  rel_slew_slack: 0.292
  timing.final.ws_setup_ps: 8650
  tightestPinTransition_ps: 1060
  setup_viol: 0
  grt_setup_unrepaired: "false"
  slew_viol_final: 0
  min_period_over_period: 0.598
  fin_tns_setup_ps: 0
  timing.final.crit_period_ps: 12850
  max_freq_mhz: 77.8
  final-hold-violation-count: 0
cts:
  h-tree-depth: 3
  postCtsSetupRepairBufs: 0
  cts_tree: "done"
  clkSinkCount: 1056
  ctsLongestPathBuffers: 3
  post_cts.resized_instances: 0
  clkSlewWorstSetupHoldPaths_ps: 60
  numCtsBuffers: 108
  cts_root_buf: "sky130_fd_sc_hd__clkbuf_16"
  cts_hold_repair.buffers: 0
power:
  power_switching_mw: 0.922
  comb_power_share: 0.053
  internal_power_mw: 3.47
  p_seq_frac: 0.520
  report.power.total_mw: 4.39
  leakagePower_nw: 14.6
  net_switching_fraction_of_the_power: 0.210
  power_per_cell_area_nw_per_um2: 94.3
  pwr-share-clk: 0.427
  peakVddDrop_uv: 69.2
floorplanning:
  fp_util: 0.505
  placementRows: 104
  die.size.x_um: 287
  die_h_um: 287
  fp.coreArea_um2: 80400
  ioPinCount: 99
  fp.dieArea_um2: 82300
status:
  run_status: "finished, final reports clean"
place:
  final_hpwl_dp_mm: 66.6
  gpl.final_weighted_congestion: 0.907
  place.port_buffers: 72
  numPlacedInstances: 3315
  dpl_cell_area_um2: 43000
  dp_slack_ps: 8720
flow_run:
  drv.max_cap_violation_count: 0
  tool_warnings: 52
min_path:
  timing.hold.worst.class: "in -> reg"
[power by group through the flow]
stage / registers (mW) / logic, mW / clock network (mW)
after global routing: 2.28 / 0.247 / 1.97
final: 2.28 / 0.233 / 1.88
after CTS: 2.28 / 0.231 / 1.89
[path summary, 6_finish.rpt]
check / start / end / slack [ps] / depth (start not counted)
setup / recovery: addr[1] / read_data[1] / 8650 / 10
hold / removal: write_data[29] / memory[10][29] / 4460 / 2
[logic make-up after synthesis]
group           after synthesis  share of synthesized area
flops                      1056                      0.781
simple gates                279                     0.0289
mux                         195                     0.0698
compound gates              532                     0.0990
buf+inv                     158                     0.0211
[area by class of cell]
class | count | area [µm²] | area share
flip-flops and latches | 1056 | 31700 | 0.681
multi-input cells | 1006 | 8340 | 0.179
clock buffers | 129 | 2850 | 0.0611
repair buffers | 189 | 1620 | 0.0348
well taps | 1060 | 1330 | 0.0285
clock inverters | 68 | 696 | 0.0149
inverters | 4 | 15.0 | 0.000323
[cells in the mapped netlist, types with 19 or more instances]
cell type	n
sky130_fd_sc_hd__mux4_2	62
sky130_fd_sc_hd__a221oi_1	178
sky130_fd_sc_hd__nor2_1	122
sky130_fd_sc_hd__mux2i_1	49
sky130_fd_sc_hd__nand2_1	111
sky130_fd_sc_hd__edfxtp_1	1056
sky130_fd_sc_hd__a41oi_1	22
sky130_fd_sc_hd__o21ai_0	69
sky130_fd_sc_hd__a21oi_1	47
sky130_fd_sc_hd__buf_4	24
sky130_fd_sc_hd__buf_2	77
sky130_fd_sc_hd__mux2_2	81
sky130_fd_sc_hd__a22o_1	19
sky130_fd_sc_hd__a22oi_1	70
sky130_fd_sc_hd__clkbuf_1	33
sky130_fd_sc_hd__o22ai_1	24
[metal layers]
layer	track usage	up-vias	routed length, µm
li1	-	9526	-
met1	0.432	11358	38100
met2	0.466	1893	55500
met3	0.272	315	22800
met4	0.113	14	5720
met5	0.0215	-	198
[stage by stage]
stage,hold WS [ps],util
final,4460,0.579
after global routing,4460,0.579
after floorplan,4400,-
after CTS,4430,0.579
after detailed placement,5140,0.535
after global placement,5130,0.535
Power figures rest on the tool's default switching activity, not on a simulated workload.
