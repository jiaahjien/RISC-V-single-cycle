==> /design/flow/design.v <==
module ALU #(
parameter DATA_WIDTH = 32
)(
input [DATA_WIDTH - 1:0] A,B,
input [$clog2(DATA_WIDTH) - 2:0] alu_control,
output reg [DATA_WIDTH - 1:0] result,
output zero
);
reg [DATA_WIDTH:0] sub_result; 
reg [DATA_WIDTH-1:0] shift_data;
reg [$clog2(DATA_WIDTH) - 1:0] shift_amount;
always@(*)
    begin
        result = {DATA_WIDTH{1'b0}}; 
        sub_result = {DATA_WIDTH{1'b0}};
        shift_data = {DATA_WIDTH{1'b0}};
        shift_amount = 5'b0;
        sub_result = {1'b0,A} + ({1'b0,~B}+1);  
        case (alu_control)
        4'b0000:     
            begin   
                result = A + B;    
            end
        4'b0001:      
            begin  
                result = sub_result[DATA_WIDTH-1:0];  
            end
        4'b0010:     
            begin   
                result = (A[DATA_WIDTH - 1] ^ B[DATA_WIDTH - 1])? A[DATA_WIDTH - 1]: sub_result[DATA_WIDTH - 1];    
            end    
        4'b0011:     
            begin                                          
                result = ~sub_result[32];   
            end   
        4'b0100:     
            begin   
                result = A ^ B;
            end   
        4'b0101:     
            begin                        
                result = A | B;   
            end
        4'b0110:
            begin    
                result = A & B;    
            end
        4'b0111:     
            begin   
                shift_amount = B[4:0];
                shift_data = A;
                if (shift_amount [0]) shift_data = {shift_data[DATA_WIDTH-2:0],1'b0};
                if (shift_amount [1]) shift_data = {shift_data[DATA_WIDTH-3:0],2'b0};
                if (shift_amount [2]) shift_data = {shift_data[DATA_WIDTH-5:0],4'b0};
                if (shift_amount [3]) shift_data = {shift_data[DATA_WIDTH-9:0],8'b0};
                if (shift_amount [4]) shift_data = {shift_data[DATA_WIDTH-17:0],16'b0};         
                result = shift_data;
            end
        4'b1000:     
            begin  
                shift_amount = B[4:0];
                shift_data = A;
                if (shift_amount [0]) shift_data = {1'b0,shift_data[DATA_WIDTH-1:1]};
                if (shift_amount [1]) shift_data = {2'b0,shift_data[DATA_WIDTH-1:2]};
                if (shift_amount [2]) shift_data = {4'b0,shift_data[DATA_WIDTH-1:4]};
                if (shift_amount [3]) shift_data = {8'b0,shift_data[DATA_WIDTH-1:8]};
                if (shift_amount [4]) shift_data = {16'b0,shift_data[DATA_WIDTH-1:16]};
                result = shift_data;
            end    
        4'b1001:     
            begin  
                shift_amount = B[4:0];
                shift_data = A;
                if (shift_amount [0]) shift_data = {A[DATA_WIDTH-1],shift_data[DATA_WIDTH-1:1]};
                if (shift_amount [1]) shift_data = {{2{A[DATA_WIDTH-1]}},shift_data[DATA_WIDTH-1:2]};
                if (shift_amount [2]) shift_data = {{4{A[DATA_WIDTH-1]}},shift_data[DATA_WIDTH-1:4]};
                if (shift_amount [3]) shift_data = {{8{A[DATA_WIDTH-1]}},shift_data[DATA_WIDTH-1:8]};
                if (shift_amount [4]) shift_data = {{16{A[DATA_WIDTH-1]}},shift_data[DATA_WIDTH-1:16]};
                result = shift_data;
            end
        default:     
            begin 
                result = {DATA_WIDTH{1'b0}};
            end
        endcase  
    end
    assign zero = (result == 0);
endmodule
==> /design/flow/run.sh <==
#!/bin/bash
# OpenROAD 26Q1-2900-gdf79404cd8, Yosys 0.63+post, stock flow scripts
make -C /OpenROAD-flow-scripts/flow DESIGN_CONFIG=/design/flow/config.mk WORK_HOME=/design/flow/orfs finish
==> /design/flow/config.mk <==
export PLATFORM = sky130hd
export DESIGN_NAME = ALU
export DESIGN_NICKNAME = ALU
export VERILOG_FILES = /design/flow/design.v
export SDC_FILE = /design/flow/constraint.sdc
export NUM_CORES = 4
export LEC_CHECK = 1
export CORE_UTILIZATION = 40
==> /design/flow/constraint.sdc <==
current_design ALU

set clk_period 19.5
set clk_io_pct 0.2

create_clock -name clk0 -period $clk_period

set non_clock_inputs [all_inputs -no_clocks]
set_input_delay [expr $clk_period * $clk_io_pct] -clock clk0 $non_clock_inputs
set_output_delay [expr $clk_period * $clk_io_pct] -clock clk0 [all_outputs]
==> impl_metrics.yaml <==
# synthesis and place-and-route metrics
run_status:
  status: "finished, final reports clean"
cells_and_area:
  final_core_util: 0.451
  area_delta_synth_final_pct: 10.8
  drive_gt1_frac: 0.108
  design.seq.count: 0
  ff_latch_area_um2: 0
  final.clkbuf_count: 0
global_route:
  grt_pass1_wl_um: 77600
  overflow: 0
  grt_usage: 0.413
  antenna_found_initial: 2
  grt_max_degree: 63
  grt_pass1_vias: 11400
synthesis:
  syn_avg_cell_area_um2: 7.16
  top_cells_by_count: "119 x nor2_1, 114 x nand2_1, 100 x ha_1, 95 x inv_1, 91 x a21oi_1"
  netlist_instances: 1426
  synth_top_cell_by_count: "nor2_1"
  yosys_cells: 1426
  yosys_area_um2: 10200
  syn_area_um2: 10200
  synth.distinct_cells: 94
  topCellsByArea: "mux4_2 13%, ha_1 12%, mux2i_1 7.5%"
  synth.yosys.warnings: 1
  top_cell_area_share: 0.128
  yosysTopAreaCell: "mux4_2"
  ys_seq_frac: 0
placed_design:
  gp_congestion: 1.04
  post-place-ws_ns: 4.59
  hpwlAfterDp_um: 41600
  place.port_buffers: 101
final_timing:
  finalWorstSetupSlack_ns: 4.40
  tns_ns: 0
  grt_setup_unrepaired: "false"
  slew_headroom: 0.347
  setup-violations-final: 0
  fin_crit_sh: 0.774
  slew_viol_final: 0
  period_needed_ns: 15.10
  finalHoldViolCount: 0
  tightestPinTransition_ns: 0.973
  fmax_ghz: 0.0662
  holdWs_ns: 9.09
job:
  drv_cap: 0
  openroad.warnings: 100
floorplan:
  die_w_um: 162
  io_pins: 101
  fp_util: 0.407
  fp.dieH_um: 162
  placeableCoreArea_um2: 25100
  chipArea_um2: 26200
  rows: 58
route:
  vias_per_cell: 7.03
  dr.pass1.iters: 8
  ant_nets: 0
  wl_per_cell_um: 30.4
  drtIter0Drc: 1765
  vias: 12400
  insertedDiodeCount: 0
  drc: 0
  totalWireLength_um: 53500
cts:
  cts_setup_buffers: 0
  cts-resized-gates: 0
  holdBufCountCts: 0
min_path:
  holdCritPathClass: "input port to primary output"
pwr:
  power.leakage_nw: 4.65
  power_density_nw_per_um2: 30.8
  ir_worst_vdd_v: 0.0000152
worst_setup_path:
  startpoint_type: "input port"
  required_ns: 15.60
  crit_type: "input port to primary output"
  end_kind: "primary output"
  critPathArrivalTime_ns: 11.20
  crit_fanout: 42
[final timing paths]
check,from,endpoint,slack (ns),depth (start not counted)
worst min-delay path,B[0],result[9],9.09,6
worst max-delay path,B[2],zero,4.40,24
[critical path: stages]
cell	delay, ns
buf_4	0.49
clkinv_1	0.74
ha_1	0.69
nor4_1	0.75
o211a_1	0.27
o211a_2	0.28
o21ai_0	0.17
a221oi_1	0.40
nand3_1	0.17
nand2_1	0.12
a21oi_1	0.07
o21bai_1	0.17
fa_1	0.22
o21ai_0	0.09
a2bb2oi_1	0.16
o22ai_1	0.10
a311oi_1	0.27
nand2_1	0.07
or4_1	0.50
nor4_2	0.18
nand4b_1	0.14
or4_1	0.49
nor4b_2	0.24
clkdlybuf4s50_1	0.49
[layout make-up]
type               count  area [µm²]
fillers             2608       13800
well taps            330         413
inverters            100         375
repair buffers       140        1280
multi-input cells   1190        9250
[cell families (layout without fill, tap and decap cells)]
family / after synthesis / after routing / share of synthesized area
buffers and inverters: 236 / 240 / 0.0959
AND-OR/OR-AND: 479 / 479 / 0.329
adder cells (fa/ha/maj): 103 / 103 / 0.128
AND/OR/NAND/NOR: 445 / 445 / 0.213
XOR/XNOR: 7 / 7 / 0.00600
multiplexers: 156 / 156 / 0.228
[per-stage QoR]
step / area, µm² / power, mW / instances
after detailed placement: 11300 / 0.336 / 1760
final: 11300 / 0.349 / 1760
after floorplan: 10200 / 0.207 / 1426
after global placement: 11300 / 0.339 / 1760
after global routing: 11300 / 0.369 / 1760
after CTS: 11300 / 0.338 / 1760
[report_power, final]
group          internal [mW]  leakage, nW  switching [mW]
clock                      0            0               0
sequential                 0            0               0
combinational          0.135         4.65           0.214
total                  0.135         4.65           0.214
[per-layer routing]
layer | GRT usage | share of wire | vias to the layer above
li1 | - | - | 5462
met1 | 0.613 | 0.44 | 6010
met2 | 0.601 | 0.43 | 791
met3 | 0.0979 | 0.11 | 106
met4 | 0.110 | 0.033 | 2
met5 | 0 | 0.00022 | -
[cells in the final DEF (no fill, tap or decap), types with 18 or more instances in the layout]
cell type / synthesis / routed
nor2_1: 119 / 119
nand2_1: 114 / 114
ha_1: 100 / 100
inv_1: 95 / 95
clkdlybuf4s50_1: 0 / 95
a21oi_1: 91 / 91
o21ai_0: 83 / 83
mux2i_1: 77 / 77
mux4_2: 58 / 58
nor3_1: 44 / 44
buf_4: 4 / 42
nand3_1: 34 / 34
o22ai_1: 32 / 32
a211oi_1: 25 / 25
o211ai_1: 18 / 18
Power is estimated from default activity; no workload was simulated.
