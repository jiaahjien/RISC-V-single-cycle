`design.v`:
```
module Immediate_Generation # (
parameter DATA_WIDTH=32
)(
input [DATA_WIDTH - 1: 0] instruction,
output reg [DATA_WIDTH -1: 0] immediate 
    );
    always @(*) begin
        case (instruction[6:0])   
            7'b0010011: immediate = {{DATA_WIDTH-12{instruction[31]}}, instruction[31:20]};   
            7'b0010111: immediate = {instruction[31:12], 12'b0};   
            7'b0100011: immediate = {{DATA_WIDTH-12{instruction[31]}}, instruction[31:25], instruction[11:7]};   
            default: immediate = {DATA_WIDTH{1'b0}};   
        endcase
    end
endmodule
```
`run.sh`:
```
#!/bin/bash
# OpenROAD 26Q1-2900-gdf79404cd8, Yosys 0.63+post, stock flow scripts
make -C /OpenROAD-flow-scripts/flow DESIGN_CONFIG=/design/flow/config.mk WORK_HOME=/design/flow/orfs finish
```
`config.mk`:
```
export PLATFORM = sky130hd
export DESIGN_NAME = Immediate_Generation
export DESIGN_NICKNAME = Immediate_Generation
export VERILOG_FILES = /design/flow/design.v
export SDC_FILE = /design/flow/constraint.sdc
export NUM_CORES = 4
export LEC_CHECK = 1
export CORE_AREA = 10 10 70 70
export DIE_AREA = 0 0 80 80
```
`constraint.sdc`:
```
current_design Immediate_Generation

set clk_period 4.1
set clk_io_pct 0.2

create_clock -name clk0 -period $clk_period

set non_clock_inputs [all_inputs -no_clocks]
set_input_delay [expr $clk_period * $clk_io_pct] -clock clk0 $non_clock_inputs
set_output_delay [expr $clk_period * $clk_io_pct] -clock clk0 [all_outputs]
```
==> run summary <==
run metrics: Max Fclk ~280 MHz, Post-CTS Resized 0, CP startpoint instruction[4], CLK BUF 0, Hold WS 2590 ps, clock power share 0, CP max FO 16, tool warnings 32, first-pass GRT wire length 4.28 mm, Pint approximately 46 µW, Area after DPL approximately 1300 µm², Die Wd ~80 µm, Ant. Diodes 0, Placer Congestion approximately 0.76, final hold violation count 0, num ports between 60 and 70, Synth Cell Area approximately 630 µm², Placed Cells about 200, total power about 74 µW, Pre-antenna DRT Iters 5, Ys Warns 1, Die ar. roughly 6400 µm², Filler cells between 300 and 400, Die Y about 80 µm, post-layout period usage 0.859, Setup CP Type in -> out, layout cell share with drive strength beyond 1 0.129, worst vdd ir around 0.032 mV, initial core utilization 0.183, Synth-to-Final Area Change 106%, Area leader share 0.250, Vias 837, initial antenna violation count 0, Core Area between 3000 and 4000 µm², Yosys Chip Area ~630 µm², Leak Pwr ~0.43 nW, Overall Global Routing Usage 0.0799, Worst setup EP type output pin, Syn Area/Cell 6.45 µm², Top area cell types and2_1 (25%), a21oi_2 (14%), o21ai_1 (12%), a21oi_1 (7.2%), a22oi_1 (6.0%), Wirelength per Cell about 14 µm, Post-CTS Setup Bufs 0, Cells after Synth 97, Worst EP arrival 2700 ps, Synth area leader and2_1, actual slew at the worst max-slew pin 347 ps, Comb pwr share 1.000, switching share of total power 0.383, residual DRC count 0, ys cells between 90 and 100, Final Max Slew Viols 0, Top cell excl fill/tap clkdlybuf4s50_1, setup ws final about 580 ps, sequential power share 0, Non-Filler Instances about 200, Row Count 21, register area 0 µm², worst slack, placed approximately 580 ps, Pwr per Cell Area roughly 58 nW/µm², Setup crit end immediate[22], Startpoint Class input pin, CP required between 3000 and 4000 ps, Final Routed Wirelength 2.77 mm, max_slew headroom 0.767, HPWL after DPL ~2.4 mm, setup TNS 0 ps, I/O Buffers 64, status complete, no violations, Final min period 3520 ps, vias per std cell around 4.2, Cell Type Count 21, largest net degree at the start of global routing 22, Routed Antenna Nets 0, total grt overflow 0, CTS Hold Bufs 0, post-route core utilization 0.378, Hold Crit Class in -> out, fin area 1290 µm², MaxCap Viol Count 0, switching power 28.5 µW, vias in the first global route between 800 and 900, RSZ-0062 raised after global routing no, initial DRC count about 63, register share after synthesis 0, Final setup viols 0, most frequent cells in the layout clkdlybuf4s50_1 (64), and2_1 (25), o21ai_1 (15), Flop Count 0
==> per-layer routing <==
| metal | vias to the layer above | share of wire | track usage |
|---|---|---|---|
| met1 | 348 | 0.42 | 0.0989 |
| li1 | 458 | - | - |
| met3 | 0 | 0.12 | 0.0364 |
| met4 | 0 | 0 | 0 |
| met2 | 31 | 0.46 | 0.132 |
| met5 | - | 0 | 0 |
==> Yosys cell counts, drive strengths merged, types with 2 or more instances <==
| master | number |
|---|---|
| and2 | 25 |
| nor2b | 3 |
| a22oi | 5 |
| o211a | 2 |
| nor2 | 6 |
| buf | 9 |
| clkbuf | 2 |
| o21ai | 19 |
| a21oi | 19 |
==> cell families (layout without fill, tap and decap cells) <==
logic type / count (synthesis) / in the layout / synth area share
XOR/XNOR: 1 / 1 / 0.0140
AND-OR/OR-AND: 45 / 45 / 0.456
AND/OR/NAND/NOR: 40 / 40 / 0.414
buffers and inverters: 11 / 69 / 0.116
==> worst min path at each step <==
stage	from	end	cells past startpoint
6_report	instruction[30]	immediate[10]	3
5_1_grt	instruction[29]	immediate[9]	3
4_1_cts	instruction[26]	immediate[6]	3
==> layout make-up <==
cell class | count | area, µm² | area share
tap | 46 | 57.6 | 0.0446
multi-input combinational | 86 | 556 | 0.430
timing repair buffer | 69 | 678 | 0.525
==> critical path: stages <==
cell and delay (ps):
clkdlybuf4s50_1 520, nor2b_2 350, buf_4 270, o21ai_1 110, a21oi_2 150, clkdlybuf4s50_1 480
==> power by group through the flow <==
stage | logic [mW] | clock network [mW] | registers (mW)
CTS | 0.0753 | 0 | 0
global route | 0.0813 | 0 | 0
finish | 0.0744 | 0 | 0
Power and IR drop assume default switching activity.
